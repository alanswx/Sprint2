**./design.v**
```verilog
module gearshift
(
	input CLK,
	input reset,
	input gearup,
	input geardown,
	output gear1,
	output gear2,
	output gear3
);
reg [2:0] gear=3'b0;
always @(posedge CLK) begin
  	reg old_gear_up;
	reg old_gear_down;
	if (reset)
		gear=0;
	if (gearup==1)
	begin
	   if (old_gear_up==0)
		begin
			old_gear_up=1;
			if (gear<4)
			begin
				gear=gear+1;
			end
		end
	end
	else
	begin
		old_gear_up=0;
	end
	if (geardown==1)
	begin
	   if (old_gear_down==0)
		begin
			old_gear_down=1;
			if (gear>0)
			begin
			gear=gear-1;
			end
		end
	end
	else
	begin
		old_gear_up=0;
	end
	casex(gear)
	3'b000: 
	begin
		gear1=0;
		gear2=1;
		gear3=1;
	end
	3'b001:
	begin
		gear1=1;
		gear2=0;
		gear3=1;
	end
	3'b010: 
	begin
		gear1=1;
		gear2=1;
		gear3=0;
	end
	3'b011:
	begin
		gear1=1;
		gear2=1;
		gear3=1;
	end
		endcase
end
endmodule
```
**./run.sh**
```bash
#!/bin/bash
# OpenROAD 26Q1-2900-gdf79404cd8, Yosys 0.63+post, stock flow scripts
make -C /OpenROAD-flow-scripts/flow DESIGN_CONFIG=/design/flow/config.mk WORK_HOME=/design/flow/orfs finish
```
**./config.mk**
```make
export PLATFORM = sky130hd
export DESIGN_NAME = gearshift
export DESIGN_NICKNAME = gearshift
export VERILOG_FILES = /design/flow/design.v
export SDC_FILE = /design/flow/constraint.sdc
export NUM_CORES = 4
export LEC_CHECK = 1
export CORE_AREA = 10 10 70 70
export DIE_AREA = 0 0 80 80
```
**./constraint.sdc**
```tcl
current_design gearshift

set clk_period 2.8
set clk_io_pct 0.2

create_clock -name clk0 -period $clk_period [get_ports {CLK}]

set non_clock_inputs [all_inputs -no_clocks]
set_input_delay [expr $clk_period * $clk_io_pct] -clock clk0 $non_clock_inputs
set_output_delay [expr $clk_period * $clk_io_pct] -clock clk0 [all_outputs]
```
==> results_slide.txt <==
Run Summary

Run status
  – Status: finished clean

Clocking
  – Cts hold-fix bufs: 0
  – Clock tree from TritonCTS: built
  – H-tree depth: 1
  – Clk ins delay skew pair: 240 ps
  – Setup bufs post-CTS: 0
  – Clock root cell: clkbuf_4
  – Clock sinks: 7
  – Clock Path Buffers: 2
  – CTS Buf Count: 3
  – Cts repair resizes: 0
  – CTS clk-pin slew, worst paths: 50 ps

Final layout
  – Area delta synth->final: 46.6%
  – Area occupied by registers: 170 um^2
  – Share of layout cells above drive strength 1: 0.294
  – Comb area: 128 um^2
  – Fillers: 398

Worst setup path
  – Worst setup SP type: input port
  – Crit Path Class: input port to flip-flop
  – FF-to-FF path depth: 4
  – Register-to-Register Setup Slack: 1280 ps
  – WP data required: 2780 ps
  – Worst Path Arrival: 1930 ps
  – Critical Path End Type: flip-flop
  – Crit path max fanout: 4

Power and ir drop
  – NetSw: 0.0000520 W
  – Leakage power: 0.164 nW
  – Internal power: 0.000196 W
  – Pwr Density: 548 nW/um^2
  – Total design power: 0.000248 W
  – Seq pwr share: 0.489
  – Clock power frac: 0.355
  – Peak VDD IR: 0.0964 mV
  – Sw frac: 0.210
  – Part of the power in combinational logic: 0.157

Timing
  – Max-slew violation count: 0
  – Final hold violation count: 0
  – Fmax: 513 MHz
  – Period utilization: 0.696
  – Final WS setup: 851 ps
  – Fin Setup TNS: 0 ps
  – Clk_skew: 2.38 ps
  – Final tally of setup violations: 0
  – Post-route minimum period: 1950 ps
  – RSZ-0062 raised after global routing: false
  – Slew @ Worst Pin: 266 ps
  – Fin Hold WS: 664 ps
  – Max-slew headroom: 0.823

Synthesis
  – Mapped Cells: 24
  – Chip area in the Yosys report: 309 um^2
  – Post-synth regs: 7
  – Cell Area, Synth: 309 um^2
  – Synth warn: 13
  – Syn_area_per_cell: 12.9 um^2
  – Netlist cell types: 15
  – Seq/Total Area, Yosys: 0.551
  – Yosys cell count: 24

Placed design
  – Pre-CTS setup slack: 607 ps
  – GP Congestion: 0.645
  – Post-DP HPWL: 507 um
  – I/O Buffers: 6

Route
  – Highest routing layer actually used: met4
  – WL met2: 262 um
  – Drt total wl: 600 um
  – 1st-iter DRT viols: 11
  – Vias per inst: 2.59
  – Antenna cells: 0
  – DR WL met3: 79 um
  – 1st-pass router iterations: 4
  – Remaining antenna violation count: 0
  – Routed via count: 207
  – DRC violations left: 0
  – WL per Instance: 7.50 um
  – Met1 WL: 245 um

Floorplanning
  – Core region area: 3420 um^2
  – Die Span X: 80 um
  – Fp util: 0.0905
  – # rows: 21
  – DIE HEIGHT: 80 um
  – Num ports: 7
  – Die area: 6400 um^2

Min path
  – Worst Hold Class: flip-flop to flip-flop
  – Hold depth: 3

Global route
  – Number of global-route vias before repair: 229
  – Initial antenna violation count: 0
  – Gr ovfl total: 0
  – Largest net degree at the start of global routing: 6
  – First-pass GRT wire length: 924 um
  – GRT Util Overall: 0.0189

Job
  – Max Cap Viol: 0
  – Log Warnings: 25
layout by cell type, fill, tap and decap left out:
master	n
a21bo_2	1
a21oi_1	3
a22oi_4	1
a32oi_2	1
and2_1	1
clkbuf_1	1
clkbuf_4	3
clkdlybuf4s50_1	6
dfxtp_1	4
edfxtp_1	3
ha_1	1
inv_1	1
inv_2	2
nand2b_1	1
nor2b_1	2
nor2b_2	1
o21bai_1	1
or3b_4	1
synthesized netlist by cell type:
| cell | n | area, um^2 |
|---|---|---|
| or3b_4 | 1 | 11.3 |
| a32oi_2 | 1 | 16.3 |
| inv_1 | 1 | 3.75 |
| and2_1 | 1 | 6.26 |
| a21oi_1 | 3 | 15.0 |
| nor2b_1 | 2 | 12.5 |
| inv_2 | 2 | 7.51 |
| dfxtp_1 | 4 | 80.1 |
| a22oi_4 | 1 | 21.3 |
| o21bai_1 | 1 | 7.51 |
| a21bo_2 | 1 | 10.0 |
| nand2b_1 | 1 | 6.26 |
| nor2b_2 | 1 | 8.76 |
| ha_1 | 1 | 12.5 |
| edfxtp_1 | 3 | 90.1 |
final cells by class:
type	count	area share
clock buffers	4	0.0580
inverters	3	0.0249
flip-flops and latches	7	0.376
well taps	46	0.127
multi-input cells	14	0.282
repair buffers	6	0.133
layer usage:
layer / global-route usage / up-vias
met1: 0.0155 / 93
met2: 0.0305 / 7
met3: 0.0193 / 2
met4: 0.00528 / 0
li1: - / 105
met5: 0 / -
power groups by stage:
stage     logic [W]  clock network, W  registers, W
4_1_cts   0.0000398         0.0000908      0.000122
5_1_grt   0.0000428          0.000103      0.000122
6_report  0.0000388         0.0000880      0.000121
final timing paths:
path / start / to
max: reset / gear2
min reg2reg: gear[2] / gear[1]
max reg2reg: gear[0] / gear2
min: gear[2] / gear[1]
critical path, cell delays in order:
cell             delay [ps]
clkdlybuf4s50_1         460
nor2b_1                 260
ha_1                    290
a32oi_2                 250
a21oi_1                 110
stage by stage:
step           std cells  area [um^2]  utilization
6_report              80          453        0.133
4_1_cts               80          453        0.133
3_3_place_gp          76          427        0.125
3_5_place_dp          76          427        0.125
5_1_grt               80          453        0.133
2_1_floorplan         24          309            -
cells by family after synthesis:
family,count (synthesis),share of synthesized area
flops,7,0.551
compound gates,7,0.227
fa+ha+maj,1,0.0405
buf+inv,3,0.0364
simple gates,6,0.146
Power is estimated from default activity; no workload was simulated.
